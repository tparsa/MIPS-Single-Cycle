==> design/flow/config.mk <==
export PLATFORM = sky130hd
export DESIGN_NAME = Adder16
export DESIGN_NICKNAME = Adder16
export VERILOG_FILES = /design/flow/design.v
export SDC_FILE = /design/flow/constraint.sdc
export NUM_CORES = 4
export LEC_CHECK = 1
export CORE_AREA = 10 10 70 70
export DIE_AREA = 0 0 80 80
==> design/flow/constraint.sdc <==
current_design Adder16

set clk_period 7.9
set clk_io_pct 0.2

create_clock -name clk0 -period $clk_period

set non_clock_inputs [all_inputs -no_clocks]
set_input_delay [expr $clk_period * $clk_io_pct] -clock clk0 $non_clock_inputs
set_output_delay [expr $clk_period * $clk_io_pct] -clock clk0 [all_outputs]
==> design/flow/design.v <==
module Adder16(input [15: 0] a, b, output [15: 0] result);
  assign result = a + b;
endmodule
==> design/flow/run.sh <==
#!/bin/bash
# OpenROAD 26Q1-2900-gdf79404cd8, Yosys 0.63+post, stock flow scripts
make -C /OpenROAD-flow-scripts/flow DESIGN_CONFIG=/design/flow/config.mk WORK_HOME=/design/flow/orfs finish
==> impl_metrics.tcl <==
# implementation run metrics
set metrics [dict create \
    status "completed" \
    num_vias 883 \
    report.final.hold_viol_count 0 \
    yosys_warnings 0 \
    seqCellArea_um2 0 \
    worst_path_dominant_cell_family "buffers and inverters" \
    routed_wire_length_per_instance_um 12.5 \
    power_density_mw_per_mm2 84.1 \
    post_route_cells_drive_above_1_share_pct 2.74 \
    grt_setup_unrepaired "false" \
    detailedPlacementHpwl_mm 2.21 \
    max_slew.worst_pin.slew_ps 420 \
    crit_path_start_kind "input port" \
    drv_slew 0 \
    post-route-drc-count 0 \
    holdCritPathClass "in -> out" \
    num_rows 21 \
    p_int_mw 0.0675 \
    tool_warnings 32 \
    netSwitchingFraction_pct 36.5 \
    drtAntennaViolNets 0 \
    grt-ovfl-total 0 \
    max_cap_violations 0 \
    worst_path_largest_cell_delay_ps 490 \
    detail_route.wirelength_mm 2.41 \
    globalRouteTotalUtil_pct 7.54 \
    n_antenna_cell 0 \
    drt_pre_antenna_iters 6 \
    combinational_cell_fraction_of_total_power_pct 100.0 \
    vdd_ir_drop_max_mv 0.0223 \
    sequential_cell_fraction_of_total_power_pct 0 \
    number_of_i_o_pins 48 \
    crit_fanout 3 \
    floorplan.die_area_mm2 0.00640 \
    final_min_period_over_clock_period_pct 73.7 \
    grt_antenna_before_repair 0 \
    cp.arrival_ps 4240 \
    total_power_after_layout_mw 0.106 \
    path_common_cell "sky130_fd_sc_hd__clkdlybuf4s50_1" \
    ys_top_cells_by_count "sky130_fd_sc_hd__a21oi_1 (17), sky130_fd_sc_hd__ha_1 (15), sky130_fd_sc_hd__xnor2_1 (10)" \
    floorplan.die.width_um 80 \
    setup_viol_count_final 0 \
    netlist-cell-type-count 27 \
    cts.hold.buffers_added 0 \
    core_mm2 0.00342 \
    post-synth-top-area-cell "sky130_fd_sc_hd__ha_1" \
    postSynthSeqShare_pct 0 \
    synth.avg_cell_area_um2 7.39 \
    initCoreUtil_pct 21.2 \
    placement.io_buffers 48 \
    clock_buffers 0 \
    crit_type "in -> out" \
    worst-path-buf-inv 2 \
    resized_gates_after_cts 0 \
    floorplan.die.height_um 80 \
    timing.max_slew.rel_slack_pct 71.7 \
    post-synth-top-area-fraction_pct 25.9 \
    crit_chain "clkdlybuf4s50_1, ha_1, fa_1, a21o_2, a311oi_2, nor3_1, o41ai_2, xnor2_1, clkdlybuf4s50_1" \
    final.min_clock_period_ps 5820 \
    avgViaCountPerCell 4.60 \
    synth-cells-yosys 98 \
    timing.critical_path.required_ps 6320 \
    seq_cell_count 0 \
    slowest_stage "sky130_fd_sc_hd__clkdlybuf4s50_1" \
    netSwitchingPower_mw 0.0388 \
    endpoint_kind "primary output" \
    fmaxAchievable_ghz 0.172 \
    syn_to_final_growth_pct 74.3 \
    power_frac_clock_pct 0 \
    yosysChipArea_um2 724 \
    mappedNetlistArea_um2 724 \
    grt_start_max_net_pins 7 \
    p_leak_nw 0.501 \
    finalWeightedCongestion 0.850 \
    post-cts-setup-buffers 0 \
    synth.most_common_cell "sky130_fd_sc_hd__a21oi_1" \
    grt_pass1_vias 933 \
    totalNegativeSetupSlack_ps 0 \
    dr.first_iter.drc_count 30 \
    synthCells 98 \
    synth.area.top_cells "sky130_fd_sc_hd__ha_1 (26%), sky130_fd_sc_hd__xnor2_1 (12%), sky130_fd_sc_hd__a21oi_1 (12%), sky130_fd_sc_hd__xor2_1 (6.0%), sky130_fd_sc_hd__o21ai_0 (5.5%)" \
    grt_pass1_wl_mm 4.14 \
]
-- power by group through the flow --
| stage | clock, mW | combinational (mW) | sequential, mW |
|---|---|---|---|
| 4_1_cts | 0 | 0.109 | 0 |
| 6_report | 0 | 0.106 | 0 |
| 5_1_grt | 0 | 0.120 | 0 |
-- layout by cell type, fill, tap and decap left out, drive strengths merged, types with 2 or more instances in the layout --
| cell type | count |
|---|---|
| o21bai | 2 |
| nand2 | 9 |
| o21ai | 8 |
| a21oi | 17 |
| nor3 | 3 |
| nand3 | 4 |
| xnor2 | 10 |
| a21o | 3 |
| clkdlybuf4s50 | 48 |
| ha | 15 |
| nor2b | 2 |
| inv | 3 |
| o211ai | 3 |
| xor2 | 5 |
| nor2 | 2 |
| a311oi | 2 |
-- metal layers --
layer	up-vias	wire (um)	global-route usage, %
met1	386	1150	10.5
li1	468	-	-
met2	29	1070	12.4
met4	0	0	0
met5	-	0	0
met3	0	182	1.48
-- final timing paths --
path | from | cells past startpoint | slack, ps | endpoint
max | a[0] | 9 | 2080 | result[12]
min | b[0] | 3 | 4190 | result[0]
-- per-stage QoR --
step           cells  util (%)  worst slack, ps  instance area [um2]  hold slack [ps]
2_1_floorplan     98         -             3130                  724             3230
3_3_place_gp     192      37.0             2070                 1260             4200
3_5_place_dp     192      37.0             2050                 1260             4190
4_1_cts          192      37.0             2050                 1260             4200
5_1_grt          192      37.0             1890                 1260             4250
6_report         192      37.0             2080                 1260             4190
-- cell type report --
type                            instances  area (um2)
Inverter                                3        11.3
Fill cell                             356        2150
Timing Repair Buffer                   48         480
Tap cell                               46        57.6
Multi-Input combinational cell         95         713
-- cells by family after synthesis --
group,Yosys count,synth area share [%]
and+or+nand+nor,23,15.0
buffers and inverters,3,1.55
AOI/OAI and AO/OA,40,35.2
adders and majority gates,16,28.7
muxes,1,1.38
xor gates and xnor gates,15,18.1
Power and IR drop assume default switching activity.
