<file path="flow/design.v">
`timescale 1ns/1ns
module InstructionMem(input [15:0] address, output [15: 0] instruction, input rst);
  reg [15: 0] memory [0: 999];
 integer i;
  always @(posedge rst) begin
    for (i = 0; i < 1000; i = i + 1)
      memory[i] = 16'b0;
  end
  initial begin
    #700;
    memory[0] = 16'b1000100000001000;
    memory[1] = 16'b0000010111110100;
    memory[2] = 16'b1000100100000010;
    memory[3] = 16'b0000010111110101;
    memory[4] = 16'b1000100100000010;
    memory[5] = 16'b0000010111110110;
    memory[6] = 16'b1000100100000010;
    memory[7] = 16'b0000010111110111;
    memory[8] = 16'b1000100100000010;
    memory[9] = 16'b0000010111111000;
    memory[10] = 16'b1000100100000010;
    memory[11] = 16'b0000010111111001;
    memory[12] = 16'b1000100100000010;
    memory[13] = 16'b0000010111111010;
    memory[14] = 16'b1000100100000010;
    memory[15] = 16'b0000010111111011;
    memory[16] = 16'b1000100100000010;
    memory[17] = 16'b0000010111111100;
    memory[18] = 16'b1000100100000010;
    memory[19] = 16'b0000010111111101;
    memory[20] = 16'b1000000001000000;
    memory[21] = 16'b1000010001000000;
    memory[22] = 16'b1000100001000000;
    memory[23] = 16'b1000100100000010;
    memory[24] = 16'b1000100000000010;
    memory[25] = 16'b1000110100000001;
    memory[26] = 16'b1000000010000001;
    memory[27] = 16'b1000010000001000;
    memory[28] = 16'b1000100000000001;
    memory[29] = 16'b1000011000000100;
    memory[30] = 16'b1000000010000010;
    memory[31] = 16'b1000010000000001;
    memory[32] = 16'b1000010000100000;
    memory[33] = 16'b0001000111111110;
    memory[34] = 16'b1100010100000101;
    memory[35] = 16'b1101010100001000;
    memory[36] = 16'b1110010100011111;
    memory[37] = 16'b1111010011001101;
    memory[38] = 16'b0010000000101010;
    memory[42] = 16'b1000111110000001;
    memory[43] = 16'b0100100111111111;
    memory[44] = 16'b0100100011111111;
    memory[255] = 16'b1000011110000011;
    memory[256] = 16'b1000011100000010;
    memory[257] = 16'b1100100100000101;
    memory[258] = 16'b1000011000010000;
  end
  assign instruction = memory[address];
endmodule
</file>
<file path="flow/run.sh">
#!/bin/bash
# OpenROAD 26Q1-2900-gdf79404cd8, Yosys 0.63+post, stock flow scripts
make -C /OpenROAD-flow-scripts/flow DESIGN_CONFIG=/design/flow/config.mk WORK_HOME=/design/flow/orfs finish
</file>
<file path="flow/config.mk">
export PLATFORM = sky130hd
export DESIGN_NAME = InstructionMem
export DESIGN_NICKNAME = InstructionMem
export VERILOG_FILES = /design/flow/design.v
export SDC_FILE = /design/flow/constraint.sdc
export NUM_CORES = 4
export LEC_CHECK = 1
export CORE_AREA = 10 10 102 102
export DIE_AREA = 0 0 112 112
</file>
<file path="flow/constraint.sdc">
current_design InstructionMem

set clk_period 6.6
set clk_io_pct 0.2

create_clock -name clk0 -period $clk_period [get_ports {rst}]

set non_clock_inputs [all_inputs -no_clocks]
set_input_delay [expr $clk_period * $clk_io_pct] -clock clk0 $non_clock_inputs
set_output_delay [expr $clk_period * $clk_io_pct] -clock clk0 [all_outputs]
</file>
==> summary.txt <==
Results of an implementation run.

The simple-gate share of the synthesized area is 46.03%. The largest combinational cell category by area is simple AND/OR/NAND/NOR gates. Post-CTS repair changed the size of 0 cells. The final core utilization is 17.48%. In the synthesized netlist, the cells that appear most often are nand2_1, nor2_1, nor3_1, o21ai_0, a21oi_1. Detailed routing inserted a total of 1511 vias.

The clock network fraction of total power is 0%. Traced cell by cell, the critical path runs through clkdlybuf4s50_1, nor2b_1, and2_1, nand3_2, o31ai_1, a311oi_1, nand3_1, clkdlybuf4s50_1. The total cells reported by yosys after synthesis is 176. The chip area is 12540 um2. The synthesized instance count is 176.

The post-route clock period utilization is 84.72%. Dividing total power by cell area gives a power density of 43.08 nW/um2. The setup TNS is 0 ns.

Hold repair after CTS inserted 0 buffers. Per the layout report, the design carries 921 filler cells. In the final layout, the share of cells above drive strength 1 is 6.806%. Of the total power, registers draw 12.6%. The number of warning messages in the yosys log is 2. The global routing report lists combined usage of all routing layers as 6.825%. The total instance count after detailed placement is 296. The post-detailed-routing wire length is 4.371 mm. 33 I/O pins were placed. The net switching power of the design is 0.00003341 W.

The setup path with the least slack is of type in2out. The dominant cell by count in the synthesized netlist is nand2_1. The worst hold margin is 2.394 ns.

Per the power-grid run, VDD falls by no more than 15.97 uV. The violation count after the first detailed-route iteration is 267. Setup repair after global routing left no endpoint under its margin. The sequential element share of the synthesized area is 1.841%. Summing all flip-flop and latch instances after layout gives 20.02 um2. The delay of the slowest cell on the worst path is 0.70 ns. Summed over its instances, the top area cell type makes up 8.285% of the synthesized netlist area. Per the post-synthesis stats, the area per cell is 6.178 um2. In this run, synthesis inferred 0 flip-flops with an integrated enable.

The placed wire-length estimate after detailed placement is 3.394 mm. Recorded from the global router log, the overflow total was 0. Before any placement, the netlist area is recorded as 1087 um2.

The combinational power share is 87.4%. The first-pass GRT wire length is 7.486 mm. Per the timing report, the biggest fanout along the worst path comes to 12. The proportion of register bits with asynchronous set or reset after synthesis is 0%. The finished cells cover 1436 um2.

The adder-cell share of the synthesized area is 0%. The placed cell area is 1436 um2. The last weighted congestion value of the routability-driven placer is 0.9617. The kind of start point of the critical path is an input port.

The initial core utilization is 13.23%. The via count of the first global-routing pass came to 1357. By instance count, the cell type seen most on the critical path is clkdlybuf4s50_1. The largest area contributor in the synthesized netlist is nand2_1.

In the final layout, the multi-input gates occupy 994.7 um2. The critical path endpoint category is an output port. The detailed-router iteration count before antenna repair is 5. The cell with the largest stage delay on the worst path is clkdlybuf4s50_1.

The run finished with clean final reports. The slew of the pin with the lowest slew margin is 0.7878 ns. The synthesized netlist devotes 40.85% of its cell area to compound gates. The die boundary height is 112 um. The count of input and output buffers is 26. Multiplexer cells account for 1.841% of the synthesized area. The max-cap check violation count is 0. The required arrival time at the worst endpoint is 5.28 ns. Subtracting the final worst setup slack from the clock period gives 5.592 ns. The die span in x is 112 um. The number of slew-limit violations in the final report is 0. In this run the post-CTS setup repair buffer count came out at 0.

The primary flip-flop cell chosen by synthesis mapping is dfxtp_1. The core region is 8217 um2. The class of the tightest hold or removal check is reg2out. TritonRoute reported its final design rule violation total as 0. The cell-mix breakdown from Yosys lists the XOR/XNOR area share as 2.417%. Nets still carrying antenna violations after routing amount to 0.

After detailed routing, the number of vias per cell comes to 5.105. The routed design ends up with an antenna cell count of 0. The main area contributors are nand2_1, nor3_1, o21ai_0. The flow reports an fmax of 0.1788 GHz.

Entering global routing, the biggest net connects 28 pins. The initial antenna violation count is 0. Excluding fillers, the count of instances in the completed layout stands at 296.

The analysis attributes to cell leakage a power of 0.4657 nW. The clock-pin slew on the worst setup and hold paths is 0 ns. The flip-flop and latch count after synthesis is 1. The tally of OpenROAD warnings is 34. The internal power consumption is 0.00002846 W.

For this run, the chip area from Yosys synthesis comes to 1087 um2. The flip-flop count of the largest register, all copies and words added is 1. The average routed wire per standard cell is 14.77 um. The area added between synthesis and finish is 32.11%.

The data arrival time reported for the critical path is 4.27 ns. The relative slew slack is 47.31%. The final number of setup-violating endpoints is 0. The fraction of power spent switching nets is 54.01%. Endpoints failing hold in the final report were tallied at 0. The row count is 33.

Per the synthesis report, the number of distinct cell types is 61.
-- kinds of logic (layout without fill, tap and decap cells) --
kind of cell | after synthesis | in the layout
AOI/OAI and AO/OA | 62 | 62
other | 1 | 1
DFF | 1 | 1
and+or+nand+nor | 91 | 91
buffers and inverters | 16 | 31
xor gates and xnor gates | 3 | 3
muxes | 2 | 2
-- power groups by stage --
stage	clock network [W]	registers [W]	logic, W
4_1_cts	0	0.00000771	0.0000532
5_1_grt	0	0.00000796	0.0000596
6_report	0	0.00000783	0.0000540
-- stage by stage --
step / power [W] / worst slack, ns
finish: 0.00006187 / 1.008
detailed placement: 0.00006065 / 1.067
global placement: 0.00006087 / 1.075
CTS: 0.00006096 / 1.062
global route: 0.00006756 / 0.7932
floorplan: 0.00004059 / 2.573
-- per-layer routing --
layer	global-route usage [%]	up-vias	wire length (um)
met1	9.911	687	1905
li1	-	708	-
met5	0	-	0
met2	10.49	103	1910
met4	0.9306	0	73
met3	1.140	13	482
-- worst max-delay path, delay by kind of cell --
kind	cells	cell delay [ns]
AND/OR/NAND/NOR	4	1.25
AND-OR/OR-AND	2	0.52
buffers and inverters	2	1.18
-- final cells by class --
type,count,share of cell area [%]
inverter,2,0.5226
sequential,1,1.394
timing repair buffer,29,19.69
multi-input combinational,159,69.25
tap,105,9.146
-- final timing paths --
path                                   start  cells after the start  slack, ns              end
worst max-delay path              address[4]                      8       1.01  instruction[15]
worst min-delay path  memory[35][14]$_DFF_P_                      3       2.39   instruction[1]
-- cells in the final DEF, fill, tap and decap left out, drive strengths merged, types with 2 or more instances in the layout --
cell	count
nand3	6
o22ai	4
a41oi	2
or4	2
a22o	2
inv	2
and3	7
a21boi	2
o211a	2
and2	3
nor2b	7
o31ai	2
nor3	10
a31oi	4
a32o	2
a21oi	10
nor2	13
nor4	2
xnor2	3
clkdlybuf4s50	26
mux2i	2
buf	3
a22oi	2
o211ai	2
or2	3
nand2b	6
a21o	2
nand2	26
o21ai	11
Power and IR drop assume default switching activity.
