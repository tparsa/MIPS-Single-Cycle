## ./config.mk

```make
export PLATFORM = sky130hd
export DESIGN_NAME = ALU
export DESIGN_NICKNAME = ALU
export VERILOG_FILES = /design/flow/design.v
export SDC_FILE = /design/flow/constraint.sdc
export NUM_CORES = 4
export LEC_CHECK = 1
export CORE_UTILIZATION = 30
```

## ./constraint.sdc

```tcl
current_design ALU

set clk_period 15.9
set clk_io_pct 0.2

create_clock -name clk0 -period $clk_period

set non_clock_inputs [all_inputs -no_clocks]
set_input_delay [expr $clk_period * $clk_io_pct] -clock clk0 $non_clock_inputs
set_output_delay [expr $clk_period * $clk_io_pct] -clock clk0 [all_outputs]
```

## ./design.v

```verilog
`timescale 1ns/1ns
module ALU(input [15: 0] a, b, input[2: 0] aluOperation, output reg [15: 0] aluResult, output zero);
  assign zero = (aluResult == 0);
  always @(*) begin
    aluResult = 16'b0;
    case(aluOperation)
      3'b000: aluResult = b;
      3'b001: aluResult = a + b;
      3'b010: aluResult = a - b;
      3'b011: aluResult = a & b;
      3'b100: aluResult = a | b;
      3'b101: aluResult = ~b;
      default: aluResult = 16'b0;
    endcase
  end
endmodule
```

## ./run.sh

```bash
#!/bin/bash
# OpenROAD 26Q1-2900-gdf79404cd8, Yosys 0.63+post, stock flow scripts
make -C /OpenROAD-flow-scripts/flow DESIGN_CONFIG=/design/flow/config.mk WORK_HOME=/design/flow/orfs finish
```

==> flow_summary.yaml <==
# generated from flow reports
worst_setup_path:
  worstPathArrival_ps: 8610
  crit_path_end_kind: "output pin"
  critPathKind: "input pin to output pin"
  cp_max_fo: 16
  worstPathRequired_ps: 12720
  cp-start-kind: "input pin"
routing:
  wl_microns: 6390
  num_antenna_cells: 0
  num_vias: 2324
  wl_met3_microns: 513
  first_pass_iters: 4
  wl_met1_microns: 3080
  wl_met2_microns: 2770
  drc: 0
  dr.max_layer_used: "met4"
  ant_nets: 0
  vias_per_cell: 5.61
  post_drt_wl_per_cell_microns: 15.4
  initialDrtViolationCount: 177
placement:
  dp_hpwl_microns: 5220
  io_buffers: 52
  dp_cells: 414
  preCtsSetupSlack_ps: 4110
  gp_congestion: 0.932
synth:
  synth.avg_cell_area_sq_um: 6.27
  top_cell_area_share: 0.117
  synth_cell_types: 51
  synth.largest_area_cell: "ha_1"
  synth_stat.cells: 306
  area_leaders: "ha_1 12%, a21oi_1 8.9%, nor2_1 7.0%, xnor2_1 6.8%, nand2_1 5.9%"
  synth_area_sq_um: 1920
  ys_seq_share: 0
  yosys_warnings: 1
  syn-instance-count: 306
  yosysChipArea_sq_um: 1920
timing:
  fmax_ghz: 0.0848
  min_period_over_period: 0.741
  slew_viol_final: 0
  rsz0062_at_grt: "no"
  whs_ps: 7450
  finalHoldViolations: 0
  worst_slew_pin_slew_ps: 649
  slew_headroom: 0.566
  setup_violations: 0
  tns_ps: 0
  fin_ws_ps: 4110
  min_period_ps: 11790
finish:
  lay_top_cells: "52 x clkdlybuf4s50_1, 36 x nor2_1, 34 x a21oi_1, 30 x nand2_1, 18 x ha_1"
  lay_top_count: "clkdlybuf4s50_1"
  area_growth_pct: 28.2
  logic_area_sq_um: 1790
  seq_area_sq_um: 0
  fin_util: 0.406
  seq_cells: 0
  final_layout_size_suffix_gt1_frac: 0.0177
  num-clock-buffers: 0
  fillers: 653
  fin_cells: 414
global_routing:
  grt_max_degree: 37
  grt_pass1_wl_microns: 10500
  grt_use_total: 0.203
  grt-ovfl-total: 0
  antenna_found_initial: 0
  grt_pass1_vias: 2125
power:
  powerDensity_nw_per_um2: 42.9
  p_leak_nw: 0.959
  ir_worst_vdd_uv: 15.6
  switchingPower_mw: 0.0551
  combPwrFrac: 1.000
  switching_share: 0.523
  clkPwrFrac: 0
  internal-power_mw: 0.0504
  pwr-share-seq: 0
floorplan:
  die_y_microns: 82.0
  coreArea_sq_um: 6060
  die_area_sq_um: 6720
  fp_util: 0.316
  die_w_microns: 82.0
  row_count: 28
  ios: 52
job:
  maxCapViolations: 0
  warnings: 34
min_path:
  worstHoldPathType: "input pin to output pin"
clock_network:
  cts_setup_buffers: 0
  hold_buffers: 0
  cts_resized: 0
outcome:
  status: "complete, no violations"
[per-stage QoR]
stage	power, mW	area (sq um)
floorplan	0.0660	1920
global placement	0.105	2460
detailed placement	0.105	2460
CTS	0.105	2460
global route	0.118	2460
finish	0.105	2460
[path summary, 6_finish.rpt]
kind                         from            end  slack, ps  cells after the start
setup / recovery  aluOperation[1]           zero       4110                     16
hold / removal              a[12]  aluResult[12]       7450                      4
[area by class of cell]
cell class,count,share of cell area
Tap cell,75,0.0381
Multi-Input combinational cell,274,0.727
Timing Repair Buffer,54,0.218
Inverter,11,0.0168
[power by group through the flow]
stage / Sequential [mW] / Clock [mW] / Combinational (mW)
4_1_cts: 0 / 0 / 0.105
5_1_grt: 0 / 0 / 0.118
6_report: 0 / 0 / 0.105
[worst max-delay path, cell delays in order]
cell and delay (ps):
clkdlybuf4s50_1 890, or2b_1 450, nor2_1 550, a21oi_1 110
xnor2_1 170, ha_1 380, and3_1 180, a21oi_1 190
and2_1 180, a21oi_1 100, a21oi_1 270, o311ai_0 210
or4b_1 530, or4_1 580, nor4_2 150, clkdlybuf4s50_1 490
[Yosys cell counts (3+ instances only)]
library cell and n:
nor2_1 36, a21oi_1 34, nand2_1 30, ha_1 18, xnor2_1 15, clkbuf_1 14
o21ai_0 13, a21o_1 9, inv_1 9, nand3_1 9, xor2_1 9, nand2b_1 8
nor3_1 8, o22ai_1 8, a211oi_1 7, nand4_1 5, o221ai_1 5, buf_2 4
nor2b_1 4, o311ai_0 4, o211ai_1 3, o21a_1 3, o21ai_1 3, o22a_1 3
o31ai_1 3, o41ai_1 3
[kinds of logic after synthesis]
logic type / after synthesis / share of synthesized area
compound gates: 115 / 0.399
xor+xnor: 24 / 0.110
fa+ha+maj: 19 / 0.128
simple gates: 114 / 0.286
buf+inv: 32 / 0.0672
mux: 2 / 0.0104
[routing by layer]
| layer | vias to the layer above | global-route usage |
|---|---|---|
| li1 | 1215 | - |
| met1 | 1022 | 0.306 |
| met2 | 85 | 0.328 |
| met3 | 2 | 0.0135 |
| met4 | 0 | 0.0123 |
| met5 | - | 0 |
Power and IR drop assume default switching activity.
